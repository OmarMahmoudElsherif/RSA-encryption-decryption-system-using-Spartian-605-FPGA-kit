==> design.v <==
module counter #(parameter WIDTH=6)(
	input [WIDTH-1:0]key,
	input start,
	input clk,
	output reg [WIDTH-1:0] count
);
always@(posedge clk) begin
	if (start==1'b1)
		count<=key;
	else begin 
		if(count!=0)
			count<=count-1;
		else
			count<=count;
	end
end
endmodule
==> run.sh <==
#!/bin/bash
# OpenROAD 26Q1-2900-gdf79404cd8, Yosys 0.63+post, stock flow scripts
make -C /OpenROAD-flow-scripts/flow DESIGN_CONFIG=/design/flow/config.mk WORK_HOME=/design/flow/orfs finish
==> config.mk <==
export PLATFORM = sky130hd
export DESIGN_NAME = counter
export DESIGN_NICKNAME = counter
export VERILOG_FILES = /design/flow/design.v
export SDC_FILE = /design/flow/constraint.sdc
export NUM_CORES = 4
export LEC_CHECK = 1
export CORE_AREA = 10 10 70 70
export DIE_AREA = 0 0 80 80
==> constraint.sdc <==
current_design counter

set clk_period 2.2
set clk_io_pct 0.2

create_clock -name clk0 -period $clk_period [get_ports {clk}]

set non_clock_inputs [all_inputs -no_clocks]
set_input_delay [expr $clk_period * $clk_io_pct] -clock clk0 $non_clock_inputs
set_output_delay [expr $clk_period * $clk_io_pct] -clock clk0 [all_outputs]
==> flow_metrics.py <==
# Auto-generated metrics
metrics = {
    "status": {
        "status": "finished, final reports clean",
    },
    "route": {
        "antenna_left": 0,
        "wl_um": 881,
        "wire_per_inst_um": 9.27,
        "drtPass1Iterations": 2,
        "vias_per_cell": 3.11,
        "drc": 0,
        "diodes": 0,
        "drt_iter0_drc": 3,
        "vias": 295,
    },
    "clock_network": {
        "cts_made_buffers": 3,
        "cts.sinks": 6,
        "clock_latency_ns": 0.24,
        "clockBufferDepth": 2,
        "hold_buffers": 0,
        "postCtsSetupBuffers": 0,
        "cts-root-buf": "clkbuf_4",
        "clk_pin_slew_worst_paths_ns": 0.04,
        "h-tree-depth": 1,
        "cts_repair_resize_count": 0,
        "cts_tree": "yes",
    },
    "grt": {
        "grt_max_degree": 14,
        "grt_pass1_wl_um": 1460,
        "grt_overflow": 0,
        "grt_usage": 0.0294,
        "antenna_found_initial": 0,
        "grt_pass1_vias": 311,
    },
    "worst_setup_path": {
        "worst_path_dominant_cell_family": "buffers and inverters",
        "path_class": "reg2out",
        "rrSetupSlack_ns": 0.73,
        "crit_path_end_kind": "output pin",
        "cp_data_arrival_time_ns": 1.24,
        "cp-start-kind": "flip-flop",
        "rr_endpoint": "count[0]",
        "reg2reg_depth": 4,
        "worstReg2RegStart": "count[0]",
        "critPathMaxStageDelay_ns": 0.53,
        "path_cells": "clkdlybuf4s50_1",
        "crit_buf_inv": 1,
        "path_depth": 1,
        "crit_slowest_cell": "clkdlybuf4s50_1",
        "crit_path_max_fanout": 5,
        "cp-startpoint": "count[2]",
        "endpoint": "count[2]",
        "required_ns": 1.76,
    },
    "timing": {
        "hold_viol_final": 0,
        "worstMarginPinSlew_ns": 0.380,
        "rsz0062_at_grt": "no",
        "min_period_over_period": 0.765,
        "setup_viol": 0,
        "fin_crit_ns": 1.68,
        "maxSlewHeadroom": 0.746,
        "slew_violations": 0,
        "fmax_mhz": 594,
        "whs_ns": 0.704,
        "tns_ns": 0,
        "fin_ws_ns": 0.517,
        "skew_ns": 0.00269,
    },
    "worst_hold_path": {
        "hp-start": "count[0]",
        "min_path_type": "reg2reg",
    },
    "finish": {
        "largest_reg_flops": 6,
        "top_register": "count",
        "fin_util": 0.169,
        "syn_to_final_growth_pct": 55.7,
        "reg.largest.list": "count (6)",
        "drive_gt1_frac": 0.122,
    },
    "place": {
        "port_buffers": 13,
        "gp_congestion": 0.760,
        "post-place-ws_ns": 0.443,
    },
    "power_and_ir_drop": {
        "pwr-share-seq": 0.468,
        "switchingPower_uw": 97.3,
        "p_comb_frac": 0.278,
        "clkPwrFrac": 0.255,
        "swShare": 0.254,
        "power_density_nw_per_um2": 664,
        "p_leak_uw": 0.000204,
        "irDropWorstVdd_mv": 0.122,
        "intPower_uw": 286,
    },
    "synthesis": {
        "ys_cells": 34,
        "yosysTopAreaCell": "edfxtp_1",
        "ys_warn_count": 1,
        "ys_chip_area_um2": 370,
        "avgSynthCellArea_um2": 10.9,
        "netlist.area_leader.share": 0.486,
        "yosysUniqueCellTypes": 16,
        "syn_area_um2": 370,
        "synth.top_cells.by_area": "edfxtp_1 49%, xnor2_1 7.1%, ha_1 6.8%",
        "syn_inst": 34,
        "ys_ff": 6,
        "postSynthSeqShare": 0.486,
    },
    "floorplan": {
        "fp.dieW_um": 80,
        "chipArea_um2": 6400,
        "initial_core_util": 0.108,
        "rows": 21,
        "io_pins": 14,
        "die_h_um": 80,
        "core_um2": 3420,
    },
    "job": {
        "tool_warnings": 26,
        "cap_viol_max_count": 0,
    },
}
-- worst min-delay path by stage --
| stage | to | slack (ns) | depth (start not counted) |
|---|---|---|---|
| 5_1_grt | count[0] | 0.77 | 1 |
| 4_1_cts | count[0] | 0.71 | 1 |
| 6_report | count[0] | 0.70 | 1 |
-- metal layers --
layer,wire length (um),track usage
met5,0,0
met4,5,0.00880
met3,73,0.0193
met2,394,0.0409
met1,407,0.0361
-- Yosys cell counts --
cell type and instances:
xnor2_1 3, o31a_1 1, nor2_1 2, edfxtp_1 6, nand2_1 6, nor4b_1 1, nand2b_1 1, nor3_4 1
ha_1 2, o21ai_1 1, nor3b_2 1, inv_1 2, and3b_1 1, a21boi_2 1, o21ai_0 4, clkbuf_1 1
-- stage by stage --
| step | total power [uW] | cells | area, um^2 |
|---|---|---|---|
| after floorplan | 225 | 34 | 370 |
| after global placement | 291 | 92 | 554 |
| after detailed placement | 291 | 92 | 554 |
| after CTS | 393 | 95 | 577 |
| after global routing | 416 | 95 | 577 |
| final | 383 | 95 | 577 |
-- cell type report --
type                       count  area [um^2]
timing repair buffer          13          130
multi-input combinational     25          179
tap                           46         57.6
inverter                       2         7.51
fill                         387         2840
sequential                     6          180
clock buffer                   3         22.5
-- power groups by stage --
| stage | registers [uW] | clock network (uW) | logic [uW] |
|---|---|---|---|
| final | 179 | 97.5 | 106 |
| after CTS | 181 | 103 | 110 |
| after global routing | 185 | 111 | 121 |
-- cells by family after synthesis --
logic type,after synthesis,synth area share
AND-OR/OR-AND,7,0.122
XOR/XNOR,3,0.0710
adder cells (fa/ha/maj),2,0.0676
buffers and inverters,3,0.0304
flip-flops,6,0.486
AND/OR/NAND/NOR,13,0.223
-- worst reg2reg max path, stage by stage (launching register included) --
cell      delay [ns]
edfxtp_1        0.46
inv_1           0.12
ha_1            0.15
nor4b_1         0.23
nand2_1         0.23
-- placed cells by master (no fill, tap or decap) --
cell	n
clkdlybuf4s50_1	13
nand2_1	6
edfxtp_1	6
o21ai_0	4
xnor2_1	3
clkbuf_4	3
inv_1	2
nor2_1	2
ha_1	2
nor3b_2	1
nor3_4	1
o21ai_1	1
nor4b_1	1
a21boi_2	1
and3b_1	1
nand2b_1	1
o31a_1	1
Power and IR drop assume default switching activity.
