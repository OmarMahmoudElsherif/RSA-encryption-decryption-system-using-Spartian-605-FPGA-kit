===== flow/design.v =====
module modulo #(parameter WIDTH=6)(
	input [2*WIDTH-1:0] Mult_result,
	input valid,
	input clk,
	output reg [WIDTH-1:0] Result
);
reg [WIDTH-1:0] memory [0:2**(2*WIDTH)-1];
reg [2**WIDTH:0] i;
wire [2*WIDTH-1:0] N;
assign N = 2**WIDTH-1;
initial begin
	for(i=0;i<2**(WIDTH*2)-1;i=i+1) begin
		memory[i] <= i%63;	
	end
end
always@(posedge clk) begin
	if(valid != 1) begin
		Result<=memory[Mult_result];
	end
	else begin
		Result<=Result;
	end
end
endmodule

===== flow/run.sh =====
#!/bin/bash
# OpenROAD 26Q1-2900-gdf79404cd8, Yosys 0.63+post, stock flow scripts
make -C /OpenROAD-flow-scripts/flow DESIGN_CONFIG=/design/flow/config.mk WORK_HOME=/design/flow/orfs finish

===== flow/config.mk =====
export PLATFORM = sky130hd
export DESIGN_NAME = modulo
export DESIGN_NICKNAME = modulo
export VERILOG_FILES = /design/flow/design.v
export SDC_FILE = /design/flow/constraint.sdc
export NUM_CORES = 4
export LEC_CHECK = 1
export CORE_UTILIZATION = 40
export SYNTH_MEMORY_MAX_BITS = 65536

===== flow/constraint.sdc =====
current_design modulo

set clk_period 5.1
set clk_io_pct 0.2

create_clock -name clk0 -period $clk_period [get_ports {clk}]

set non_clock_inputs [all_inputs -no_clocks]
set_input_delay [expr $clk_period * $clk_io_pct] -clock clk0 $non_clock_inputs
set_output_delay [expr $clk_period * $clk_io_pct] -clock clk0 [all_outputs]

==> changes_impl.md <==
### Metrics

- Synth top cells by count: 140 x nand2_1, 138 x a21oi_1, 101 x o21ai_0
- Outcome: finished, final reports clean
- CP max-delay cell: ha_1
- Mapped Area: 8490 um2
- And+or+nand+nor area frac: 26.4%
- Most frequent CP cell: o21ai_0
- Syn-to-layout area delta: 2.28%
- Sum of negative setup slack: 0 ns
- H-Tree Depth: 1
- Placed cell count: about 1500
- CP Class: in -> reg
- Max Freq: 218 MHz
- Drt drc: 0
- Worst Setup Start Kind: primary input
- Total power: around 1.2 mW
- Met2 Use GR: a little over three fifths
- Chip height: 148 um
- Mux frac, synth: 5.26%
- Root Buffer: clkbuf_16
- CP Data Arrival Time: 4.57 ns
- P_leak: 2.83 nW
- Num ports: 20
- Warnings from Yosys: 1
- FF/Latch Area: 180 um2
- Setup WS post-layout: 0.516 ns
- # resized after CTS: 0
- Floorplan Utilization: 41.4%
- Max-cap violations: 0
- Die X: 148 um
- Post-DRT Antenna Nets: 0
- XOR Share, Synth: 0.398%
- Seq cells post-synth: 6
- Hold Buf Count CTS: 0
- Slew headroom: approximately 30%
- Final Hold Viols: 0
- MI comb area: about 7300 um2
- Grt ovf: 0
- Number of cells in Yosys stat: 1352
- TritonCTS Buffers: 3
- Distinct lib cells: 98
- Busiest grt layer: met2
- Pin count of the biggest net entering global routing: around 110
- Post-synth top area share: 8.14%
- Fillers: 2215
- Total track usage: roughly 45%
- Diodes inserted: 0
- DR vias/cell: 7.88
- Main synth FF type: edfxtp_1
- Setup violations, final: 0
- Total wire length: 48.9 mm
- Vias in the first global route: 10600
- Required time worst endpoint: 5.08 ns
- Die area: about 22000 um2
- Count of tool warnings: approximately 43
- CP Capture Type: flip-flop
- HP Class: in -> reg
- Biggest register: Result
- Wire per inst: 32.2 um
- Cycle use final: around 90%
- Setup repair bufs after CTS: 0
- Largest logic family: AND-OR/OR-AND gates
- Mapped Avg Cell Area: 6.28 um2
- Post-Synthesis Cells: 1352
- Largest register FFs: 6
- DR pass1 iterations: 7
- Max incr delay on CP: between 0.7 and 0.8 ns
- Adder Share, Synth: ~3.3%
- Final period demand of the worst path: about 4.6 ns
- First-pass GRT wire length: 72.4 mm
- Antenna violations before repair: 0
- Ys async rst share: 0%
- Detailed-route via count: 12000
- Clk sinks: 6
- Synth top cell by count: nand2_1
- Biggest area cells: a21oi_1 8.1%, nand2_1 6.2%, o21ai_0 6.0%
- RSZ-0062 raised after global routing: no
- YS chip area: approximately 8500 um2
- Met3 global-route usage: between 15 and 20%
- Detailed Route Iter0 Violations: 2171
- Peak VDD IR: 0.0000743 V
- TritonCTS clock tree: done
- Largest regs: Result x6
- Layout cells sized above 1: 9.58%
- Rows: between 50 and 60
- Clk buf depth: 2
- Final Max Slew Viols: 0
- Port Buffers: 19
- Hpwl dp: 33.1 mm
- Placeable Area: 20500 um2
- Clock-pin slew on the worst setup and hold paths: 0.05 ns
- PwrDens: 135 nW/um2
- GP Congestion: approximately 1.1
- Worst Path Max Fanout: 19
- Crit path cell chain: clkdlybuf4s50_1 > inv_1 > ha_1 > nand2b_1 > nand2_1 > o21ai_0 > a21oi_1 > a211oi_1 > o21ai_0 > o311ai_1
- Complex Gates by Area: 50.8%
- Actual slew at the worst max-slew pin: 1.05 ns
- Final cell count without fillers: between 1500 and 2000
- Register share after synthesis: 2.12%
- Number of enable flip-flop cells: 6
- Core Util, Final: 42.4%
- Cell taking the most area after synthesis: a21oi_1
- GR Util met1: 59.2%
- Worst slack, placed: 0.483 ns
-- worst paths after layout --
path | startpoint | to | depth (start not counted)
hold / removal | Mult_result[5] | Result[0]$_DFFE_PN_ | 4
setup / recovery | Mult_result[1] | Result[4]$_DFFE_PN_ | 10
-- final cells by class --
type / count / share of cell area [%]
multi-input cells: 1139 / 84.3
inverters: 23 / 0.994
repair buffers: 81 / 7.90
clock buffers: 3 / 0.865
well taps: 270 / 3.89
flip-flops and latches: 6 / 2.07
-- layout by cell type (no fill, tap or decap), types with 12 or more instances in the layout --
cell type        instances
nand2_1                140
a21oi_1                138
o21ai_0                101
nor2_1                  95
buf_4                   64
o211ai_1                48
a211oi_1                39
a31oi_1                 36
nand3_1                 31
nor2b_1                 30
nand2b_1                30
nor3_1                  25
o21ai_1                 24
o221ai_1                22
mux2i_1                 21
ha_1                    21
a2111oi_0               20
a311oi_1                19
o22ai_1                 18
inv_1                   17
o311ai_0                14
o2111ai_1               13
a22oi_1                 12
o21a_1                  12
o31ai_1                 12
clkdlybuf4s50_1         12
-- power breakdown --
group	switching [mW]	internal [mW]	leakage [nW]	total, mW
combinational	0.653	0.302	2.74	0.954
clock	0.0426	0.102	0.0370	0.145
sequential	0.00530	0.0636	0.0586	0.0689
total	0.701	0.468	2.83	1.17
-- per-stage QoR --
stage / hold slack, ns / area [um2]
2_1_floorplan: 1.29 / 8490
3_3_place_gp: 1.78 / 8610
3_5_place_dp: 1.77 / 8610
4_1_cts: 1.64 / 8680
5_1_grt: 1.72 / 8680
6_report: 1.65 / 8680
-- kinds of logic after synthesis --
family,count (synthesis)
fa+ha+maj,23
compound gates,634
simple gates,444
flops,6
xor+xnor,3
buf+inv,207
mux,35
-- per-layer routing --
metal  routed length [um]  vias to the layer above
li1                     -                     5055
met1                17800                     5510
met2                19700                     1156
met3                 7740                      272
met4                 3790                        0
met5                    0                        -
-- worst max-delay path: cells and delay by family --
family                   cells  cell delay, ns
AND/OR/NAND/NOR              2            0.74
adder cells (fa/ha/maj)      1            0.77
AND-OR/OR-AND                5            1.17
buffers and inverters        2            0.85
Power and IR drop assume default switching activity.
