===== ./config.mk =====
export PLATFORM = sky130hd
export DESIGN_NAME = clk_modifier
export DESIGN_NICKNAME = clk_modifier
export VERILOG_FILES = /design/flow/design.v
export SDC_FILE = /design/flow/constraint.sdc
export NUM_CORES = 4
export LEC_CHECK = 1
export CORE_AREA = 10 10 86 86
export DIE_AREA = 0 0 96 96

===== ./constraint.sdc =====
current_design clk_modifier

set clk_period 3.1
set clk_io_pct 0.2

create_clock -name clk0 -period $clk_period [get_ports {clk}]

set non_clock_inputs [all_inputs -no_clocks]
set_input_delay [expr $clk_period * $clk_io_pct] -clock clk0 $non_clock_inputs
set_output_delay [expr $clk_period * $clk_io_pct] -clock clk0 [all_outputs]

===== ./design.v =====
`timescale 1ns / 1ps
module clk_modifier(
	input clk, rst,
	output reg clk_out
    );
	 reg [23:0] internal;
	 always @(posedge clk) begin
	 if(rst) begin
			internal<=0;
			clk_out<=0;
	 end
	 else 
			internal <=internal+1;
	if(internal ==5000000) begin    
		clk_out<=~clk_out;
		internal <=0;
	end
end
endmodule

===== ./run.sh =====
#!/bin/bash
# OpenROAD 26Q1-2900-gdf79404cd8, Yosys 0.63+post, stock flow scripts
make -C /OpenROAD-flow-scripts/flow DESIGN_CONFIG=/design/flow/config.mk WORK_HOME=/design/flow/orfs finish

==> results.sh <==
# physical design summary
export IMPL_status="finished, final reports clean"
export IMPL_ys_top_logic_family="simple AND/OR/NAND/NOR gates"
export IMPL_r2r_start="internal[6]$_SDFF_PP0_"
export IMPL_path_clk_slew_ns=0.09
export IMPL_fill_cells=637
export IMPL_holdPathStages=1
export IMPL_fin_cells=219
export IMPL_finalPower_mw=0.542
export IMPL_syn_inst=143
export IMPL_worstSetupStartpoint="internal[6]$_SDFF_PP0_"
export IMPL_hold_start="internal[0]$_SDFF_PP0_"
export IMPL_cts_hold_buf=0
export IMPL_drt_iter0_markers=32
export IMPL_slew_viol_final=0
export IMPL_crit_chain="nand4_1 -> or4_1 -> or4_4 -> a21oi_2"
export IMPL_p_comb_share_pct=3.5
export IMPL_ir_worst_vdd_uv=195
export IMPL_clkLatencyLatePin_ns=0.27
export IMPL_clock_root_buffer="clkbuf_8"
export IMPL_insertedDiodeCount=0
export IMPL_worstMarginPinSlew_ns=0.352
export IMPL_grt_start_max_net_pins=15
export IMPL_p_sw_share_pct=21.6
export IMPL_grt_pass1_vias=932
export IMPL_die_width_um=96
export IMPL_maxCapViolCount=0
export IMPL_fin_crit_sh_pct=65.0
export IMPL_warnings=26
export IMPL_portBuffers=2
export IMPL_viasPerCell=4.49
export IMPL_yosys_area_um2=1210
export IMPL_grt_pass1_wl_mm=4.13
export IMPL_post_route_min_period_ns=2.01
export IMPL_worstPathRequired_ns=3.31
export IMPL_yosys_mux_area_fraction_pct=0
export IMPL_yosysCellCount=143
export IMPL_layout_drive_gt1_share_pct=7.48
export IMPL_sequentialPowerShare_pct=61.1
export IMPL_max_stage_delay_ns=0.69
export IMPL_areaGrowthSynthToFinish_pct=13.2
export IMPL_ant_nets=0
export IMPL_crit_fanout=7
export IMPL_cts_max_path_buffers=2
export IMPL_crit_path_top_delay_cell="or4_1"
export IMPL_power_leakage_nw=0.384
export IMPL_p_clk_share_pct=35.4
export IMPL_track_usage_pct=5.40
export IMPL_ys_sh_xor_pct=8.71
export IMPL_place_gp_congestion=0.867
export IMPL_combGateArea_um2=653
export IMPL_num_io_pins=3
export IMPL_antenna_found_initial=0
export IMPL_dp_cells=215
export IMPL_avgSynthCellArea_um2=8.43
export IMPL_hold_viol_final=0
export IMPL_vias=983
export IMPL_critPathKind="reg -> reg"
export IMPL_synth_cellmix_adderShare_pct=2.07
export IMPL_cp_start_kind="flop"
export IMPL_clock_sinks=25
export IMPL_first_pass_iters=4
export IMPL_synth_seq_share_pct=42.3
export IMPL_drc=0
export IMPL_rsz0062_at_grt="false"
export IMPL_cts_tree="yes"
export IMPL_h_tree_depth=1
export IMPL_grt_ovfl_total=0
export IMPL_timing_fmax_mhz=497
export IMPL_wl_mm=2.46
export IMPL_die_h_um=96
export IMPL_relSlewSlack_pct=76.3
export IMPL_crit_arrival_ns=2.22
export IMPL_ff2ff_path_depth=4
export IMPL_setup_viol=0
export IMPL_dieArea_um2=9220
export IMPL_cts_setup_buffers=0
export IMPL_p_per_area_nw_per_um2=397
export IMPL_ys_types=29
export IMPL_utilization_pct=24.6
export IMPL_setup_tns_final_ns=0
export IMPL_dp_hpwl_mm=1.87
export IMPL_clock_skew_ns=0.00449
export IMPL_num_rows=27
export IMPL_aoi_share_pct=9.85
export IMPL_ctsResizeCount=0
export IMPL_avgRoutedWirePerCell_um=11.2
export IMPL_synth_flop_count=25
export IMPL_p_int_mw=0.425
export IMPL_hold_class="reg -> reg"
export IMPL_placeableCoreArea_um2=5540
export IMPL_yosysWarnings=1
export IMPL_syn_area_um2=1210
export IMPL_ys_sh_simple_pct=33.1
export IMPL_cts_buffers=3
export IMPL_initial_core_util_pct=21.8
export IMPL_register_area_um2=510
export IMPL_endpoint_kind="flop"
export IMPL_power_switching_mw=0.117
==> area by class of cell <==
class | instances | area share (%)
multi-input combinational | 106 | 47.8
sequential | 25 | 37.4
tap | 72 | 6.60
clock buffer | 3 | 3.02
timing repair buffer | 4 | 2.57
inverter | 8 | 2.20
clock inverter | 1 | 0.367
==> worst max-delay path: cells and delay by family (launching register included) <==
family | cells | cell delay (ns)
AND-OR/OR-AND | 1 | 0.13
AND/OR/NAND/NOR | 3 | 1.39
flip-flops | 1 | 0.44
==> cells in the final DEF (no fill, tap or decap), types with 4 or more instances in the layout <==
master	synthesis	routed
nor2_1	19	19
a21oi_1	7	7
nand2_1	9	9
nand3_1	7	7
o21ai_0	7	7
dfxtp_1	24	24
nor4_1	6	6
nand4_1	6	6
inv_1	8	8
or4_1	4	4
or3_1	7	7
xnor2_1	10	10
==> power by group through the flow <==
stage,Clock (mW),Combinational [mW],Sequential [mW]
4_1_cts,0.201,0.0194,0.332
5_1_grt,0.210,0.0218,0.332
6_report,0.192,0.0190,0.332
==> cell usage after synthesis <==
cell type  count  area share (%)
edfxtp_1       1             2.5
or3_1          7             3.6
xor2_1         2             1.5
nand3_1        7             2.9
and4_1         1            0.73
buf_2          2            0.83
xnor2_1       10             7.3
and3_1         3             1.6
o31ai_1        3             1.9
a21oi_2        1            0.73
clkbuf_1       2            0.62
ha_1           2             2.1
a31o_2         1            0.73
nor2_1        19             5.9
a21oi_1        7             2.9
nor4_1         6             3.1
nor4b_1        1            0.73
nand4_1        6             3.1
o21ai_0        7             2.9
dfxtp_1       24              40
nor3_1         3             1.2
nand3_4        1             1.5
nor2b_1        2             1.0
nand4b_1       2             1.5
or4_1          4             2.5
nand2_1        9             2.8
inv_1          8             2.5
o32ai_1        1            0.73
or4_4          1            0.93
==> flip-flops by register name (all words and copies together), names as in the netlist <==
register,count
internal,24
clk_out,1
==> cell families (layout without fill, tap and decap cells) <==
family,after synthesis,in the layout
buf+inv,12,16
simple gates,72,72
xor+xnor,12,12
compound gates,20,20
flops,25,25
fa+ha+maj,2,2
==> metrics by stage <==
step	worst slack, ns	hold WS [ns]	instance area, µm²
global route	1.02	0.525	1370
global placement	1.14	0.474	1320
detailed placement	1.10	0.474	1320
CTS	1.08	0.496	1370
finish	1.09	0.495	1370
floorplan	1.25	0.441	1210
==> layer usage <==
metal / global-route usage (%) / vias to the layer above / part of all wire [%]
met5: 0 / - / 0
met2: 8.52 / 11 / 44
met4: 1.11 / 0 / 1.5
met3: 1.02 / 6 / 2.8
li1: - / 521 / -
met1: 7.57 / 445 / 51
==> path summary, 6_finish.rpt <==
kind / to / slack [ns]
max: internal[23]$_SDFF_PP0_ / 1.09
min reg2reg: internal[0]$_SDFF_PP0_ / 0.50
max reg2reg: internal[23]$_SDFF_PP0_ / 1.09
min: internal[0]$_SDFF_PP0_ / 0.50
Power and IR drop assume default switching activity.
